==> flow/design.v <==
module score_generator (
    input wire clk,                       
    input wire[11:0] x,                   
    input wire[11:0] y,                   
    input wire[2:0] score,                
    input wire[11:0] horizontal_offset,   
    output wire out                      
);
    reg out_r;                            
    assign out = out_r;                   
    always @(posedge clk) begin
        case (score)
            3'b000: begin
                out_r <= (
                    (14 <= y) &&
                    (y < (14 + 4)) &&
                    ((horizontal_offset + 4) <= x) &&
                    (x < (horizontal_offset + 12))
                ) || (
                    ((14 + 4) <= y) &&
                    (y < (14 + 24)) &&
                    (horizontal_offset <= x) &&
                    (x < (horizontal_offset + 4))
                ) || (
                    ((14 + 4) <= y) &&
                    (y < (14 + 24)) &&
                    ((horizontal_offset + 12) <= x) &&
                    (x < (horizontal_offset + 16))
                ) || (
                    ((14 + 24) <= y) &&
                    (y < (14 + 28)) &&
                    ((horizontal_offset + 4) <= x) &&
                    (x < (horizontal_offset + 12))
                ) || (
                    ((14 + 8) <= y) &&
                    (y < (14 + 12)) &&
                    ((horizontal_offset + 8) <= x) &&
                    (x < (horizontal_offset + 12))
                ) || (
                    ((14 + 12) <= y) &&
                    (y < (14 + 16)) &&
                    ((horizontal_offset + 4) <= x) &&
                    (x < (horizontal_offset + 8))
                );
            end
            3'b001: begin
                out_r <= (
                    (14 <= y) &&
                    (y < (14 + 28)) &&
                    ((horizontal_offset + 12) <= x) &&
                    (x < (horizontal_offset + 16))
                );
            end
            3'b010: begin
                out_r <= (
                    (14 <= y) &&
                    (y < (14 + 4)) &&
                    (horizontal_offset <= x) &&
                    (x < (horizontal_offset + 12))
                ) || (
                    ((14 + 4) <= y) &&
                    (y < (14 + 12)) &&
                    ((horizontal_offset + 12) <= x) &&
                    (x < (horizontal_offset + 16))
                ) || (
                    ((14 + 12) <= y) &&
                    (y < (14 + 16)) &&
                    ((horizontal_offset + 4) <= x) &&
                    (x < (horizontal_offset + 12))
                ) || (
                    ((14 + 16) <= y) &&
                    (y < (14 + 28)) &&
                    (horizontal_offset <= x) &&
                    (x < (horizontal_offset + 4))
                ) || (
                    ((14 + 24) <= y) &&
                    (y < (14 + 28)) &&
                    ((horizontal_offset + 4) <= x) &&
                    (x < (horizontal_offset + 16))
                );
            end
            3'b011: begin
                out_r <= (
                    (14 <= y) &&
                    (y < (14 + 4)) &&
                    (horizontal_offset <= x) &&
                    (x < (horizontal_offset + 12))
                ) || (
                    ((14 + 4) <= y) &&
                    (y < (14 + 12)) &&
                    ((horizontal_offset + 12) <= x) &&
                    (x < (horizontal_offset + 16))
                ) || (
                    ((14 + 12) <= y) &&
                    (y < (14 + 16)) &&
                    ((horizontal_offset + 4) <= x) &&
                    (x < (horizontal_offset + 12))
                ) || (
                    ((14 + 16) <= y) &&
                    (y < (14 + 24)) &&
                    ((horizontal_offset + 12) <= x) &&
                    (x < (horizontal_offset + 16))
                ) || (
                    ((14 + 24) <= y) &&
                    (y < (14 + 28)) &&
                    (horizontal_offset <= x) &&
                    (x < (horizontal_offset + 12))
                );
            end
            3'b100: begin
                out_r <= (
                    (14 <= y) &&
                    (y < (14 + 28)) &&
                    ((horizontal_offset + 12) <= x) &&
                    (x < (horizontal_offset + 16))
                ) || (
                    (14 <= y) &&
                    (y < (14 + 12)) &&
                    (horizontal_offset <= x) &&
                    (x < (horizontal_offset + 4))
                ) || (
                    ((14 + 12) <= y) &&
                    (y < (14 + 16)) &&
                    ((horizontal_offset + 4) <= x) &&
                    (x < (horizontal_offset + 12))
                );
            end
            3'b101: begin
                out_r <= (
                    (14 <= y) &&
                    (y < (14 + 4)) &&
                    (horizontal_offset <= x) &&
                    (x < (horizontal_offset + 16))
                ) || (
                    ((14 + 4) <= y) &&
                    (y < (14 + 16)) &&
                    (horizontal_offset <= x) &&
                    (x < (horizontal_offset + 4))
                ) || (
                    ((14 + 12) <= y) &&
                    (y < (14 + 16)) &&
                    ((horizontal_offset + 4) <= x) &&
                    (x < (horizontal_offset + 12))
                ) || (
                    ((14 + 16) <= y) &&
                    (y < (14 + 24)) &&
                    ((horizontal_offset + 12) <= x) &&
                    (x < (horizontal_offset + 16))
                ) || (
                    ((14 + 24) <= y) &&
                    (y < (14 + 28)) &&
                    (horizontal_offset <= x) &&
                    (x < (horizontal_offset + 12))
                );
            end
            3'b110: begin
                out_r <= (
                    (14 <= y) &&
                    (y < (14 + 4)) &&
                    ((horizontal_offset + 8) <= x) &&
                    (x < (horizontal_offset + 16))
                ) || (
                    ((14 + 4) <= y) &&
                    (y < (14 + 8)) &&
                    ((horizontal_offset + 4) <= x) &&
                    (x < (horizontal_offset + 8))
                ) || (
                    ((14 + 8) <= y) &&
                    (y < (14 + 24)) &&
                    (horizontal_offset <= x) &&
                    (x < (horizontal_offset + 4))
                ) || (
                    ((14 + 12) <= y) &&
                    (y < (14 + 16)) &&
                    ((horizontal_offset + 4) <= x) &&
                    (x < (horizontal_offset + 12))
                ) || (
                    ((14 + 16) <= y) &&
                    (y < (14 + 24)) &&
                    ((horizontal_offset + 12) <= x) &&
                    (x < (horizontal_offset + 16))
                ) || (
                    ((14 + 24) <= y) &&
                    (y < (14 + 28)) &&
                    ((horizontal_offset + 4) <= x) &&
                    (x < (horizontal_offset + 12))
                );
            end
            3'b111: begin
                out_r <= (
                    (14 <= y) &&
                    (y < (14 + 28)) &&
                    ((horizontal_offset + 12) <= x) &&
                    (x < (horizontal_offset + 16))
                ) || (
                    (14 <= y) &&
                    (y < (14 + 4)) &&
                    (horizontal_offset <= x) &&
                    (x < (horizontal_offset + 12))
                );
            end
        endcase
    end
endmodule
==> flow/run.sh <==
#!/bin/bash
# OpenROAD 26Q1-2900-gdf79404cd8, Yosys 0.63+post, stock flow scripts
make -C /OpenROAD-flow-scripts/flow DESIGN_CONFIG=/design/flow/config.mk WORK_HOME=/design/flow/orfs finish
==> flow/config.mk <==
export PLATFORM = sky130hd
export DESIGN_NAME = score_generator
export DESIGN_NICKNAME = score_generator
export VERILOG_FILES = /design/flow/design.v
export SDC_FILE = /design/flow/constraint.sdc
export NUM_CORES = 4
export LEC_CHECK = 1
export CORE_UTILIZATION = 30
==> flow/constraint.sdc <==
current_design score_generator

set clk_period 7.0
set clk_io_pct 0.2

create_clock -name clk0 -period $clk_period [get_ports {clk}]

set non_clock_inputs [all_inputs -no_clocks]
set_input_delay [expr $clk_period * $clk_io_pct] -clock clk0 $non_clock_inputs
set_output_delay [expr $clk_period * $clk_io_pct] -clock clk0 [all_outputs]
==> Changelog: implementation <==
### Physical design

* Post-Syn Area at 0.00275 mm²
* CP max FO at 12
* Dpl cell area at 0.00322 mm²
* Cell Pwr Density at 59.9 mW/mm²
* Num rows at 34
* YS warnings at 1
* Initial antenna violation count at 0
* IO Pins at 41
* Leak at 1.51 nW
* Fin cells at 516
* Dpl ws at 1400 ps
* Die y size at 97.7 µm
* First-pass iteration count of the detailed router at 47
* Init Core Util at 31.2%
* Register with the most flip-flops: out_r
* WL final at 7350 µm
* Syn_area_per_cell at 7.21 µm²
* Gr ovfl total at 0
* NetSw at 0.105 mW
* Combinational share of power at 96.7%
* Worst-Margin Slew at 870 ps
* Top delay family on crit path: AND-OR/OR-AND gates
* Hold path cells at 1
* Total power at 0.193 mW
* Most frequent CP cell: ha_1
* Unrepaired setup endpoints after global routing: no
* Inst Count DP at 516
* Chip width at 97.7 µm
* CP Data Required Time at 6870 ps
* Fin Hold WS at 2050 ps
* Util after Layout at 36.6%
* Clk pwr share at 0%
* Top FF cell, synth: dfxtp_1
* Worst Path Arrival at 5510 ps
* Yosys stat area at 0.00275 mm²
* Vias at 2,722
* Simple Share, Synth at 22.8%
* Slew margin rel. at 41.7%
* Iter 0 DRT Violations at 141
* Number of vias per cell at 5.28
* Yosys cell types at 55
* Ratio of cells with drive above 1 in the final layout at 2.45%
* Int Power at 0.0880 mW
* Vias in the first global route at 2,665
* First-pass GRT wire length at 12,600 µm
* Max Cap Viol at 0
* Flip-flops with a built-in enable at 0
* Failing checks: design-rule violations
* WP buf/inv at 2
* Mapped Cells at 381
* Period utilization at 80.6%
* OpenROAD warning count at 59
* Final Cell Area at 0.00322 mm²
* Core area at 0.00881 mm²
* Final Wtd Congestion at 0.909
* Worst VDD drop at 0.0263 mV
* Worst path max stage delay at 740 ps
* Detail Route Antenna Nets at 0
* CP cell instances: clkdlybuf4s50_1 -> inv_1 -> ha_1 -> a21oi_1 -> nor3_1 -> xor2_1 -> ha_1 -> nand4_1 -> nor2_1 -> o221ai_1 -> a31oi_1 -> or3_1 -> o211ai_1 -> o31a_1 -> a221oi_2 -> o32ai_2
* Clock Pin Slew Worst Setup and Hold Paths at 0 ps
* AO/OA Area Share at 23.8%
* Hold Path End: out
* Post-synth seq share at 0.728%
* Hold Crit Start: out_r
* Die area at 0.00955 mm²
* Fa+ha+maj area frac at 35.5%
* HP Class: reg2out
* CTS Hold Buffers Added at 0
* Max frequency at 177 MHz
* Largest register FFs at 1
* Slew Viols, Final at 0
* Mux frac, synth at 0%
* Status: finished, violations left
* Top non-seq family: adder cells
* Seq pwr share at 3.3%
* Yosys cell count at 381
* Residual DRC at 3
* Setup WS post-layout at 1360 ps
* Sw Ratio at 54.3%
* Detailed placer's ending HPWL at 6260 µm
* Largest registers: out_r (1)
* Post-CTS resize count at 0
* Area delta synth->final at 17.1%
* Startpoint types: input port
* Final Hold Vio Count at 0
* Synth async-reset ratio at 0%
* Path type of the worst setup path: in2reg
* PortBufs at 39
* Xor/xnor share at 9.56%
* DR WL/cell at 14.2 µm
* CP Capture Type: flip-flop
* Largest net degree at the start of global routing at 15
* Final setup viols at 0
* GRT Overall Usage at 16.0%
* Total negative slack at 0 ps
* Tmin final at 5640 ps
* # Post-CTS Setup Buffers at 0
* #FFs+latches synth at 1
* Worst path slowest cell: clkdlybuf4s50_1
* Antenna cells at 0
==> power groups by stage <==
stage,registers (mW),clock network [mW],logic [mW]
CTS,0.00637,0,0.186
global route,0.00639,0,0.212
finish,0.00637,0,0.186
==> worst max path at each step <==
stage	startpoint	to	slack [ps]	cells after the start
final	horizontal_offset[3]	out_r	1360	16
after CTS	horizontal_offset[3]	out_r	1390	16
after global routing	horizontal_offset[3]	out_r	930	16
==> cell usage after synthesis (all sizes together) (4+ instances only) <==
cell	number	area share, %
xnor2	17	5.4
and3	6	1.4
clkbuf	5	0.68
nand3b	6	1.6
a21oi	34	6.2
nor3	11	2.0
inv	41	5.6
nand4	9	2.0
nand3	14	2.5
o21ai	14	2.5
nand2	27	3.7
o211ai	4	1.1
buf	7	1.3
nor2	28	3.8
ha	78	36
xor2	13	4.1
a31oi	5	1.4
a21o	9	2.5
==> layout by cell type, fill, tap and decap left out, drive strengths merged, types with 9 or more instances in the layout <==
master,count
a21o,9
xnor2,17
nor2,28
ha,78
nand4,9
xor2,13
nand3,14
o21ai,14
inv,41
nor3,11
clkdlybuf4s50,39
a21oi,34
nand2,27
==> cell families after synthesis <==
family / Yosys count
xor+xnor: 30
simple gates: 123
flops: 1
buf+inv: 53
compound gates: 96
fa+ha+maj: 78
==> routing by layer <==
layer | vias to the layer above | wire length [µm] | GRT usage, %
met1 | 1231 | 3800 | 24.5
met5 | - | 0 | 0
li1 | 1434 | - | -
met4 | 0 | 44 | 1.75
met2 | 55 | 3210 | 25.6
met3 | 2 | 289 | 0.805
==> final cells by class <==
cell class / instances / area [µm²]
fill: 925 / 5590
timing repair buffer: 39 / 390
multi-input combinational: 327 / 2520
tap: 108 / 135
sequential: 1 / 20.0
inverter: 41 / 154
Power and IR drop assume default switching activity.
