==> flow/design.v <==
module win_screen (
    input wire clk,                 
    input wire[11:0] x,             
    input wire[11:0] y,             
    input wire[2:0] winner,         
    output wire out                 
);
    reg out_r;
    assign out = out_r;
    always @(posedge clk) begin
        case (winner)
            3'b011: begin
                out_r <= (  
                    (60 <= x) &&
                    (x < (60 + 4)) &&
                    (194 <= y) &&
                    (y < (194 + 24))
                ) || (
                    ((60 + 4) <= x) &&
                    (x < (60 + 12)) &&
                    ((194 + 24) <= y) &&
                    (y < (194 + 28))
                ) || (
                    ((60 + 12) <= x) &&
                    (x < (60 + 16)) &&
                    ((194 + 4) <= y) &&
                    (y < (194 + 24))
                ) || (
                    ((60 + 16) <= x) &&
                    (x < (60 + 24)) &&
                    ((194 + 24) <= y) &&
                    (y < (194 + 28))
                ) || (
                    ((60 + 24) <= x) &&
                    (x < (60 + 28)) &&
                    (194 <= y) &&
                    (y < (194 + 24))
                ) || (  
                    ((60 + 32) <= x) &&
                    (x < (60 + 36)) &&
                    (194 <= y) &&
                    (y < (194 + 28))
                ) || (  
                    ((60 + 40) <= x) &&
                    (x < (60 + 44)) &&
                    (194 <= y) &&
                    (y < (194 + 28))
                ) || (
                    ((60 + 44) <= x) &&
                    (x < (60 + 48)) &&
                    ((194 + 4) <= y) &&
                    (y < (194 + 12))
                ) || (
                    ((60 + 48) <= x) &&
                    (x < (60 + 52)) &&
                    ((194 + 12) <= y) &&
                    (y < (194 + 16))
                ) || (
                    ((60 + 52) <= x) &&
                    (x < (60 + 56)) &&
                    ((194 + 16) <= y) &&
                    (y < (194 + 24))
                ) || (
                    ((60 + 56) <= x) &&
                    (x < (60 + 60)) &&
                    (194 <= y) &&
                    (y < (194 + 28))
                );
            end
            3'b100: begin
                out_r <= (  
                    (520 <= x) &&
                    (x < (520 + 4)) &&
                    (194 <= y) &&
                    (y < (194 + 24))
                ) || (
                    ((520 + 4) <= x) &&
                    (x < (520 + 12)) &&
                    ((194 + 24) <= y) &&
                    (y < (194 + 28))
                ) || (
                    ((520 + 12) <= x) &&
                    (x < (520 + 16)) &&
                    ((194 + 4) <= y) &&
                    (y < (194 + 24))
                ) || (
                    ((520 + 16) <= x) &&
                    (x < (520 + 24)) &&
                    ((194 + 24) <= y) &&
                    (y < (194 + 28))
                ) || (
                    ((520 + 24) <= x) &&
                    (x < (520 + 28)) &&
                    (194 <= y) &&
                    (y < (194 + 24))
                ) || (  
                    ((520 + 32) <= x) &&
                    (x < (520 + 36)) &&
                    (194 <= y) &&
                    (y < (194 + 28))
                ) || (  
                    ((520 + 40) <= x) &&
                    (x < (520 + 44)) &&
                    (194 <= y) &&
                    (y < (194 + 28))
                ) || (
                    ((520 + 44) <= x) &&
                    (x < (520 + 48)) &&
                    ((194 + 4) <= y) &&
                    (y < (194 + 12))
                ) || (
                    ((520 + 48) <= x) &&
                    (x < (520 + 52)) &&
                    ((194 + 12) <= y) &&
                    (y < (194 + 16))
                ) || (
                    ((520 + 52) <= x) &&
                    (x < (520 + 56)) &&
                    ((194 + 16) <= y) &&
                    (y < (194 + 24))
                ) || (
                    ((520 + 56) <= x) &&
                    (x < (520 + 60)) &&
                    (194 <= y) &&
                    (y < (194 + 28))
                );
            end
            default: out_r <= 0; 
        endcase
    end
endmodule
==> flow/run.sh <==
#!/bin/bash
# OpenROAD 26Q1-2900-gdf79404cd8, Yosys 0.63+post, stock flow scripts
make -C /OpenROAD-flow-scripts/flow DESIGN_CONFIG=/design/flow/config.mk WORK_HOME=/design/flow/orfs finish
==> flow/config.mk <==
export PLATFORM = sky130hd
export DESIGN_NAME = win_screen
export DESIGN_NICKNAME = win_screen
export VERILOG_FILES = /design/flow/design.v
export SDC_FILE = /design/flow/constraint.sdc
export NUM_CORES = 4
export LEC_CHECK = 1
export CORE_AREA = 10 10 86 86
export DIE_AREA = 0 0 96 96
==> flow/constraint.sdc <==
current_design win_screen

set clk_period 3.0
set clk_io_pct 0.2

create_clock -name clk0 -period $clk_period [get_ports {clk}]

set non_clock_inputs [all_inputs -no_clocks]
set_input_delay [expr $clk_period * $clk_io_pct] -clock clk0 $non_clock_inputs
set_output_delay [expr $clk_period * $clk_io_pct] -clock clk0 [all_outputs]
==> reports/metrics.cfg <==
[status]
status = complete, no violations

[final_layout]
regMostFlops = out_r
syn_to_final_growth_pct = 59.91
largest_reg_flops = 1
drive_gt1_share_pct = 5.882
fillCellCount = 643
top_regs = out_r (1)

[job]
max-cap-violations = 0
warnings = 31

[critical_path]
critPathKind = primary input to register
max_stage_delay_ns = 0.49
critPathMaxFanout = 6
path_cells = clkdlybuf4s50_1 > or2_1 > a31oi_2 > o22ai_1 > a32oi_1 > o32a_1 > o2111ai_1
crit_required_ns = 2.84
end_kind = register
cp.arrival_ns = 2.39
startpoint_type = primary input
cp_slowest_cell = clkdlybuf4s50_1

[yosys]
netlist_instances = 81
avgSynthCellArea_um2 = 6.627
yosys_cells = 81
ys.flop_type = dfxtp_1
most_common_cell = nor2_1
synth.distinct_cells = 43
synth_flops = 1
synth-edff-count = 0
yosys-top-cells-count = nor2_1, nand3_1, nand2_1, nor3_1
ys_warn_count = 1
synth.top_cell.area_share_pct = 6.993
top_cells_by_area = nor2_1, nand3_1, nor3_1, o31ai_1, nor4_4
synth_async_sr_flop_share_pct = 0
netlist_area_um2 = 536.8
ys_area_um2 = 536.8
yosys.stat.seqShare_pct = 3.730
yosys.area.top_type = nor2_1

[detailed_routing]
drc = 0
vias_per_cell = 4.195
diodes = 0
totalWireLength_mm = 2.009
num_vias = 730
drt_iter0_drc = 91
antenna_left = 0
wl_per_cell_um = 11.55
dr.pass1.iters = 4

[final_timing]
maxClockFrequency_ghz = 0.3921
fin_tns_setup_ns = 0
hold_viol_final = 0
rsz0062_at_grt = no
worst_pin_slew_ns = 0.4383
min_period_ns = 2.550
slew_headroom_pct = 70.51
finalClockPeriodUsage_pct = 85.01
slew_viol_final = 0
setup_violations = 0

[die]
initCoreUtil_pct = 9.688
core_mm2 = 0.005540
num_rows = 27
die_h_um = 96
chipArea_mm2 = 0.009216
boundaryPins = 29
die_x_um = 96

[placed_design]
place_congestion = 0.9633
port_buffers = 25
hpwl_mm = 1.744

[clock_network]
cts_setup_buffers = 0
cts_resized = 0
cts_hold_buf = 0
clk_pin_slew_ns = 0

[grt]
grt_pass1_vias = 649
grt_util_all_layers_pct = 4.102
grt_max_degree = 11
grt_pass1_wl_mm = 3.132
grt_overflow_total = 0
antenna_found_initial = 0

[power_and_ir_drop]
power.total_mw = 0.09695
ir_drop_mv = 0.07809
total_leakage_power_nw = 0.2484
p_per_area_mw_per_mm2 = 113.0

[worst_hold_path]
min-delay-path-class = register to primary output

final cells by class:
cell class | instances | area [um^2] | share of cell area, %
Multi-Input combinational cell | 73 | 486.7 | 56.71
Timing Repair Buffer | 25 | 250.2 | 29.15
Tap cell | 72 | 90.09 | 10.50
Sequential cell | 1 | 20.02 | 2.332
Inverter | 3 | 11.26 | 1.312
worst paths after layout:
path	start	endpoint	slack [ns]	cells past startpoint
max	y[1]	out_r$_DFF_P_	0.45	7
min	out_r$_DFF_P_	out	1.28	1
where the power goes:
part	switching (mW)	internal, mW	total (mW)
registers	0.000000464	0.0136	0.0136
logic	0.0402	0.0432	0.0834
clock network	0	0	0
total	0.0402	0.0567	0.0970
layout by cell type, fill, tap and decap left out, drive strengths merged, types with 3 or more instances in the layout:
cell type / count
a21oi: 3
clkdlybuf4s50: 25
inv: 3
nand2: 6
nand3: 6
nor2: 11
nor3: 5
nor4: 5
o21ai: 3
o31ai: 4
layer usage:
metal,global-route usage [%],routed length (um)
met1,5.789,924
met5,0,0
met3,0.3931,61
met4,0,0
met2,7.007,1023
critical path: cells and delay by family:
kind / cells / cell delay [ns]
compound gates: 5 / 1.00
buf+inv: 1 / 0.49
simple gates: 1 / 0.30
stage by stage:
stage               setup WS [ns]  hold slack (ns)  cells  instance area, um^2  util (%)
floorplan                   1.192           0.8585     81                536.8         -
global placement           0.4472            1.281    174                858.3     15.49
finish                     0.4498            1.282    174                858.3     15.49
CTS                        0.4373            1.287    174                858.3     15.49
detailed placement         0.4415            1.286    174                858.3     15.49
global route               0.2637            1.302    174                858.3     15.49
kinds of logic (layout without fill, tap and decap cells):
| family | after synthesis | in the layout | share of synthesized area (%) |
|---|---|---|---|
| xor+xnor | 2 | 2 | 3.264 |
| compound gates | 26 | 26 | 38.23 |
| simple gates | 44 | 44 | 47.32 |
| flops | 1 | 1 | 3.730 |
| mux | 1 | 1 | 1.865 |
| buf+inv | 7 | 28 | 5.593 |
Power is estimated from default activity; no workload was simulated.
