==> /design/flow/design.v <==
module animation (
    input wire BALL_CLOCK,          
    input wire goal_player_1,       
    input wire goal_player_2,       
    input wire win_player_1,        
    input wire win_player_2,        
    output wire[7:0] led            
);
    reg goal_1_animation_triggered = 0;
    reg goal_2_animation_triggered = 0;
    reg win_1_animation_triggered = 0;
    reg win_2_animation_triggered = 0;
    reg[7:0] led_r;
    assign led = led_r;
    reg[1:0] repetitions = 0;
    reg[1:0] delay = 2'b00;
    always @(posedge BALL_CLOCK) begin
        if (goal_1_animation_triggered && (repetitions != 2'b0)) begin
            casez ({delay, led_r})
                10'b10_????????: delay <= delay - 1;
                10'b01_????????: delay <= delay - 1;
                10'b00_00000000: begin led_r <= 8'b10000000; delay <= 2'b10; end
                10'b00_10000000: begin led_r <= 8'b01000000; delay <= 2'b10; end
                10'b00_01000000: begin led_r <= 8'b00100000; delay <= 2'b10; end
                10'b00_00100000: begin led_r <= 8'b00010000; delay <= 2'b10; end
                10'b00_00010000: begin led_r <= 8'b00001000; delay <= 2'b10; end
                10'b00_00001000: begin led_r <= 8'b00000100; delay <= 2'b10; end
                10'b00_00000100: begin led_r <= 8'b00000010; delay <= 2'b10; end
                10'b00_00000010: begin led_r <= 8'b00000001; delay <= 2'b10; end
                10'b00_00000001: begin
                    led_r <= 8'b00000000;
                    repetitions <= repetitions - 1;
                end
                default: led_r <= 0;
            endcase
        end else if (goal_2_animation_triggered && (repetitions != 2'b0)) begin
            casez ({delay, led_r})
                10'b10_????????: delay <= delay - 1;
                10'b01_????????: delay <= delay - 1;
                10'b00_00000000: begin led_r <= 8'b00000001; delay <= 2'b10; end
                10'b00_00000001: begin led_r <= 8'b00000010; delay <= 2'b10; end
                10'b00_00000010: begin led_r <= 8'b00000100; delay <= 2'b10; end
                10'b00_00000100: begin led_r <= 8'b00001000; delay <= 2'b10; end
                10'b00_00001000: begin led_r <= 8'b00010000; delay <= 2'b10; end
                10'b00_00010000: begin led_r <= 8'b00100000; delay <= 2'b10; end
                10'b00_00100000: begin led_r <= 8'b01000000; delay <= 2'b10; end
                10'b00_01000000: begin led_r <= 8'b10000000; delay <= 2'b10; end
                10'b00_10000000: begin
                    led_r <= 8'b00000000;
                    repetitions <= repetitions - 1;
                end 
                default: led_r <= 0;
            endcase
        end else if (win_1_animation_triggered && (repetitions != 2'b0)) begin
            casez ({delay, led_r})
                10'b10_????????: delay <= delay - 1;
                10'b01_????????: delay <= delay - 1;
                10'b00_00000000: begin led_r <= 8'b10000001; delay <= 2'b10; end
                10'b00_10000001: begin led_r <= 8'b01000010; delay <= 2'b10; end
                10'b00_01000010: begin led_r <= 8'b00100100; delay <= 2'b10; end
                10'b00_00100100: begin led_r <= 8'b00011000; delay <= 2'b10; end
                10'b00_00011000: begin led_r <= 8'b00111000; delay <= 2'b10; end
                10'b00_00111000: begin led_r <= 8'b01111000; delay <= 2'b10; end
                10'b00_01111000: begin led_r <= 8'b11111000; delay <= 2'b10; end
                10'b00_11111000: begin
                    led_r <= 8'b11111000;
                    delay <= 2'b11;
                end
                10'b11_11111000: begin
                    led_r <= 8'b00000000;
                    delay <= delay - 1;
                    repetitions <= repetitions - 1;
                end
                default: led_r <= 0;
            endcase
        end else if (win_2_animation_triggered && (repetitions != 2'b0)) begin
            casez ({delay, led_r})
                10'b10_????????: delay <= delay - 1;
                10'b01_????????: delay <= delay - 1;
                10'b00_00000000: begin led_r <= 8'b10000001; delay <= 2'b10; end
                10'b00_10000001: begin led_r <= 8'b01000010; delay <= 2'b10; end
                10'b00_01000010: begin led_r <= 8'b00100100; delay <= 2'b10; end
                10'b00_00100100: begin led_r <= 8'b00011000; delay <= 2'b10; end
                10'b00_00011000: begin led_r <= 8'b00011100; delay <= 2'b10; end
                10'b00_00011100: begin led_r <= 8'b00011110; delay <= 2'b10; end
                10'b00_00011110: begin led_r <= 8'b00011111; delay <= 2'b10; end
                10'b00_00011111: begin
                    led_r <= 8'b00011111;
                    delay <= 2'b11;
                end
                10'b11_00011111: begin
                    led_r <= 8'b00000000;
                    delay <= delay - 1;
                    repetitions <= repetitions - 1;
                end
                default: led_r <= 0;
            endcase
        end else begin
            led_r <= 8'b0;
            if (win_player_1) begin
                win_1_animation_triggered <= 1;
                win_2_animation_triggered <= 0;
                goal_1_animation_triggered <= 0;
                goal_2_animation_triggered <= 0;
            end if (win_player_2) begin
                win_1_animation_triggered <= 0;
                win_2_animation_triggered <= 1;
                goal_1_animation_triggered <= 0;
                goal_2_animation_triggered <= 0;
            end if (goal_player_1) begin
                win_1_animation_triggered <= 0;
                win_2_animation_triggered <= 0;
                goal_1_animation_triggered <= 1;
                goal_2_animation_triggered <= 0;
            end if (goal_player_2) begin
                win_1_animation_triggered <= 0;
                win_2_animation_triggered <= 0;
                goal_1_animation_triggered <= 0;
                goal_2_animation_triggered <= 1;
            end
            if (win_player_1 || win_player_2 || goal_player_1 || goal_player_2) begin
                repetitions <= 2'b01;
            end else begin
                repetitions <= 2'b00;
            end
        end
    end
endmodule
==> /design/flow/run.sh <==
#!/bin/bash
# OpenROAD 26Q1-2900-gdf79404cd8, Yosys 0.63+post, stock flow scripts
make -C /OpenROAD-flow-scripts/flow DESIGN_CONFIG=/design/flow/config.mk WORK_HOME=/design/flow/orfs finish
==> /design/flow/config.mk <==
export PLATFORM = sky130hd
export DESIGN_NAME = animation
export DESIGN_NICKNAME = animation
export VERILOG_FILES = /design/flow/design.v
export SDC_FILE = /design/flow/constraint.sdc
export NUM_CORES = 4
export LEC_CHECK = 1
export CORE_UTILIZATION = 30
==> /design/flow/constraint.sdc <==
current_design animation

set clk_period 3.6
set clk_io_pct 0.2

create_clock -name clk0 -period $clk_period [get_ports {BALL_CLOCK}]

set non_clock_inputs [all_inputs -no_clocks]
set_input_delay [expr $clk_period * $clk_io_pct] -clock clk0 $non_clock_inputs
set_output_delay [expr $clk_period * $clk_io_pct] -clock clk0 [all_outputs]
==> run notes <==
impl run done, here's what came out: status=finished, final reports clean, Pleak=approximately 0.56 nW, Design Area, Final=approximately 0.0018 mm^2, worst r2r path cells=7, area leader, netlist=edfxtp_1, routed metal-1 wirelength=around 1.9 mm, Registers, synthesis=16, sequential fraction of the synthesis area=between 20 and 30%, Worst Path Arrival=around 2.6 ns, Post-synth EDFFs=16, Final Slew Violations=0, Top FF cell, synth=edfxtp_1, Die H=approximately 76 um, Worst EP required=3.53 ns, Insertion Delay late pin=roughly 0.25 ns, Post-Syn Area=approximately 0.0016 mm^2, IR drop worst, VDD=around 0.00036 V, Final Worst Setup Slack=between 0.9 and 1 ns, Antenna Cells=0, total gr overflow=0, pre-CTS WS=~0.97 ns, CP startpoint=delay[0], Pre-Repair DR Iteration Count=4, crit-path max FO=18, initial antenna violation count=0, WP buf/inv=1, r2r endpoint=delay[1], met3 routed WL=around 330 um, CTS tree=built, DR WL/cell=15.8 um, Area Growth Syn to Fin=8.91%, Avg Cell Area, Syn=8.83 um^2, max cap viols=0, hold buffer count at cts=0, crit start category=register, mux share=less than 1%, Synth top cells by count=nor2_1, edfxtp_1, nand3_1, Layout Utilization=around a third, Sum Neg Setup Slack=0 ns, WHS=0.577 ns, via count=~1.5k, Max Used Layer=met4, Top area cell types=edfxtp_1, nor2_1, ha_1, Worst path slowest cell=nor3b_4, IO Count=13, DP HPWL=slightly below 3 mm, Worst setup EP type=register, routed wire length on met2=between 1.5 and 2 mm, Max stage delay on crit path=0.67 ns, core box area=between 0.005 and 0.006 mm^2, Chip Area, Yosys=around 0.0016 mm^2, Adder Share, Synth=roughly 4.4%, fp util=a little under a third, largest net degree at the start of global routing=20, TritonCTS buffer count=3, Placer Congestion=slightly below 1, AO/OA Area Share=between 20% and 30%, warnings from Yosys=1, RSZ-0062 raised after global routing=no, CP Class=register to register, Post-route DRC=0, share of cells above drive strength 1=9.63%, Post-Syn Instances=186, vias in the first global route=around 1.4k, simple share=about 37%, drt initial violations=220, Root Driver=clkbuf_8, post-route ant nets=0, fmax=~370 MHz, area fraction in xor and xnor cells=0%, min-delay src=repetitions[0], crit-path cells=inv_1 > ha_1 > nor3b_4 > nand4_1 > o21bai_1 > a211oi_1 > nor3_1, final wirelength=~4 mm, first-pass GRT wire length=a little under 7 mm, HP Class=register to register, total die area=slightly below 0.006 mm^2, Clock Path Buffers=2, final hold vios=0, Max-area cell share=roughly 29%, Pwr Total=between 1.5 and 2 mW, Final Setup Violations=0, Min Clock Period, post-route=2.68 ns, comb area leader=simple AND/OR/NAND/NOR gates, CP delay by family, top=simple AND/OR/NAND/NOR gates, Worst setup endpoint=delay[1], post-CTS resize count=0, dpl cells=between 200 and 300, Die Wd=about 76 um, tool warnings=28, Crit. path cell count=7, CTS clk-pin slew, worst paths=0.06 ns, Slew Limit Headroom=between 50% and 60%, Rows=26, routed vias/inst=around 6, cells in synth_stat.txt=between 150 and 200, Synth cell types=slightly above 60, flop2flop setup slack=~0.9 ns, post-CTS setup repair buffer count=0, PD cells=~860 mW/mm^2, cell with the most instances after synthesis=nor2_1, Post-synth ARST share=0%, FF-to-FF Start=delay[0], Cell Count, Final, Fillers Out=approximately 260, final cycle utilization of the critical path=74.5%, area post-placement=roughly 0.0017 mm^2, skew final=0.00350 ns, number of port buffers=12, Worst-Margin Slew=0.707 ns, CTS Sinks=16, # H-tree levels=1, GRT Util Overall=~15%
state kept, by name (all words and copies together), names as in the netlist:
signal,count
delay,2
win_1_animation_triggered,1
goal_1_animation_triggered,1
repetitions,2
goal_2_animation_triggered,1
win_2_animation_triggered,1
led_r,8
kinds of logic (layout without fill, tap and decap cells):
kind of cell | count (synthesis) | after routing
and+or+nand+nor | 96 | 96
AOI/OAI and AO/OA | 45 | 45
buffers and inverters | 22 | 23
DFF | 16 | 16
adders and majority gates | 6 | 6
muxes | 1 | 1
worst min-delay path by stage:
stage,endpoint,slack [ns],depth (start not counted)
after CTS,repetitions[0],0.58,1
after global routing,repetitions[0],0.59,1
final,repetitions[0],0.58,1
power breakdown:
part           leakage, nW  internal (mW)  switching [mW]
Clock               0.0231         0.0755          0.0591
Sequential           0.163          0.354           0.222
Combinational        0.376          0.349           0.471
layout by cell type, fill, tap and decap left out, types with 4 or more instances in the layout:
cell type,count
nor2_1,20
edfxtp_1,16
clkdlybuf4s50_1,12
nand3_1,11
nand2_1,10
nor3_1,7
a21oi_1,6
inv_1,6
nand4_1,6
ha_1,5
nor2b_1,4
and2b_1,4
nor4_1,4
and3_1,4
a211oi_1,4
a22oi_1,4
cell type report:
class / count / area (um^2)
clock buffer: 3 / 41.3
clock inverter: 1 / 3.75
fill: 548 / 3420
inverter: 6 / 22.5
multi-input combinational: 148 / 1030
sequential: 16 / 480
tap: 70 / 87.6
timing repair buffer: 13 / 128
layer usage:
metal,vias up,global-route usage [%]
met5,-,0
met4,0,3.46
met1,709,23.8
li1,724,-
met2,70,21.6
met3,8,2.43
worst register-to-register path: stages, from the launching register on:
cell	delay, ns
edfxtp_1	0.44
inv_1	0.11
ha_1	0.32
nor3b_4	0.67
nand4_1	0.28
o21bai_1	0.20
a211oi_1	0.09
nor3_1	0.26
Power is estimated from default activity; no workload was simulated.
